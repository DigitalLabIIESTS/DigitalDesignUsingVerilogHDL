## flow/constraint.sdc

```tcl
current_design up_down_counter

set clk_period 3.4
set clk_io_pct 0.2

create_clock -name clk0 -period $clk_period [get_ports {clk}]

set non_clock_inputs [all_inputs -no_clocks]
set_input_delay [expr $clk_period * $clk_io_pct] -clock clk0 $non_clock_inputs
set_output_delay [expr $clk_period * $clk_io_pct] -clock clk0 [all_outputs]
```

## flow/run.sh

```bash
#!/bin/bash
# OpenROAD 26Q1-2900-gdf79404cd8, Yosys 0.63+post, stock flow scripts
make -C /OpenROAD-flow-scripts/flow DESIGN_CONFIG=/design/flow/config.mk WORK_HOME=/design/flow/orfs finish
```

## flow/config.mk

```make
export PLATFORM = sky130hd
export DESIGN_NAME = up_down_counter
export DESIGN_NICKNAME = up_down_counter
export VERILOG_FILES = /design/flow/design.v
export SDC_FILE = /design/flow/constraint.sdc
export NUM_CORES = 4
export LEC_CHECK = 1
export CORE_AREA = 10 10 94 94
export DIE_AREA = 0 0 104 104
```

## flow/design.v

```verilog
`timescale 1ns / 1ps
module up_down_counter(led, clk, rst, updown);
    output [3:0] led;
    input clk, rst,updown;
    reg [3:0] led;
    reg [26:0] count;
    reg clkdiv;
    initial
    begin
        count = 0;
        clkdiv = 0;
    end
    always @ (posedge clk)
    begin
        count <= count + 1;
        if(count == 10000000-1)
            begin
                count <= 0;
                clkdiv <= ~clkdiv;
            end
    end
    always @ (posedge clkdiv)
      begin
      if(rst)
      led <= 4'b1111;
      else if(updown)
        led <= led + 1;  
      else
        led <= led - 1;  
      end
endmodule
```

==> impl_metrics.tcl <==
# yosys + openroad results
set metrics [dict create \
    num_antenna_cells 0 \
    gpl.final_weighted_congestion 0.868 \
    power.switching_mw 0.103 \
    period_used_pct 57.6 \
    cts-htree-levels 1 \
    root_buffer "clkbuf_8" \
    hold_slack_ns 0.462 \
    synth_area_um2 1420 \
    maxSlewViolCount 0 \
    avgSynthCellArea_um2 9.48 \
    hold_path_depth 1 \
    tightest_slew_ns 0.772 \
    rows 30 \
    dieHeight_um 104 \
    rsz0062_at_grt "no" \
    place_area_um2 1590 \
    swShare_pct 19.7 \
    ff2ff_path_depth 5 \
    status "complete, no violations" \
    cts_buffers 3 \
    flop_cell "dfxtp_1" \
    unclocked_pins 4 \
    drc 0 \
    viasPerCell 4.11 \
    comb_power_share_pct 2.1 \
    critPathLaunchType "flip-flop" \
    postCtsResizedCells 0 \
    worstPathArrival_ns 2.17 \
    wl_per_cell_um 9.98 \
    numPortBuffers 6 \
    firstDrtPassIters 4 \
    synth_top_area_share_pct 43.6 \
    untimed_endpoints 8 \
    crit_path_max_fanout 6 \
    tns_ns 0 \
    clock-skew-final_ns 0.00824 \
    edf_count 1 \
    area_delta_synth_final_pct 15.2 \
    ioPinCount 7 \
    grt_pass1_vias 984 \
    crit_type "flip-flop to flip-flop" \
    yosys_register_bits 32 \
    synth_cell_type_count 33 \
    cts_setup_buffers 0 \
    seqPwrFrac_pct 63.0 \
    groute.usage.overall_pct 4.76 \
    synthCells 150 \
    clock_power_share_pct 35.0 \
    synth_area_leader_cell "dfxtp_1" \
    grt_max_degree 16 \
    synth_seq_share_pct 45.7 \
    ys_cells 150 \
    irDropWorstVdd_mv 0.306 \
    first_iter_violations 63 \
    chipArea_um2 10800 \
    stdcell_area_um2 1640 \
    maxCapViolations 0 \
    clk_latency_ns 0.27 \
    p_per_area_nw_per_um2 319 \
    yosys_warnings 1 \
    dpl.hpwl_um 1910 \
    cts_tree "done" \
    antenna_found_initial 0 \
    grt-ovfl-total 0 \
    yosysChipArea_um2 1420 \
    routed_wl_um 2530 \
    relSlewSlack_pct 48.0 \
    endpoint_kind "flip-flop" \
    log.warning_count 25 \
    ant_nets 0 \
    hold_viol_final 0 \
    period_needed_ns 1.96 \
    coreArea_um2 6830 \
    setup_viol 0 \
    cts-hold-fix-buffers 0 \
    hp-class "flip-flop to flip-flop" \
    drive_gt1_share_pct 3.80 \
    grt_pass1_wl_um 4510 \
    p_int_mw 0.420 \
    netlist_top_cells_area "dfxtp_1, xnor2_1, nand3_1, nand4_1, xor2_1" \
    fp.dieW_um 104 \
    vias 1044 \
    clock.fmax_mhz 510 \
    cts_buffer_depth 2 \
    async_reset_ff_share_pct 0 \
    fp-utilization_pct 20.8 \
    clk_pin_slew_worst_paths_ns 0.09 \
    p_leak_nw 0.521 \
    critPathRequiredTime_ns 3.61 \
]
[cell usage after synthesis, types with 2 or more instances]
| master | instances |
|---|---|
| a21oi_1 | 3 |
| and3_1 | 3 |
| and4_1 | 3 |
| dfxtp_1 | 31 |
| ha_1 | 3 |
| inv_1 | 3 |
| mux2i_1 | 2 |
| nand2_1 | 10 |
| nand2b_1 | 3 |
| nand3_1 | 13 |
| nand4_1 | 10 |
| nor2_1 | 12 |
| nor3_1 | 5 |
| nor4_1 | 7 |
| o21ai_0 | 2 |
| xnor2_1 | 18 |
| xor2_1 | 6 |
[layer usage]
metal  vias to the layer above  share of wire [%]  track usage (%)
met5                         -                  0                0
met4                         0                1.1            0.795
met3                         2                2.6            0.940
met2                         7                 45             7.66
met1                       476                 52             6.57
li1                        559                  -                -
[worst paths after layout]
| path | start | to | slack [ns] |
|---|---|---|---|
| hold / removal | count[26] | count[26] | 0.46 |
| setup / recovery | count[0] | count[24] | 1.44 |
| setup reg to reg | count[0] | count[24] | 1.44 |
| hold reg to reg | count[26] | count[26] | 0.46 |
[through the flow]
| stage | setup slack, ns | utilization, % | total power, mW | cells |
|---|---|---|---|---|
| floorplan | 1.66 | - | 0.344 | 150 |
| global placement | 1.46 | 23.3 | 0.348 | 250 |
| detailed placement | 1.45 | 23.3 | 0.348 | 250 |
| CTS | 1.43 | 24.0 | 0.528 | 254 |
| global route | 1.30 | 24.0 | 0.543 | 254 |
| finish | 1.44 | 24.0 | 0.523 | 254 |
[kinds of logic (layout without fill, tap and decap cells)]
| kind of cell | count (synthesis) | in the layout | share of synthesized area [%] |
|---|---|---|---|
| XOR/XNOR | 24 | 24 | 14.8 |
| AND/OR/NAND/NOR | 74 | 74 | 28.8 |
| adder cells (fa/ha/maj) | 4 | 4 | 4.05 |
| multiplexers | 2 | 2 | 1.41 |
| flip-flops | 32 | 32 | 45.7 |
| buffers and inverters | 5 | 13 | 1.41 |
| AND-OR/OR-AND | 9 | 9 | 3.87 |
[worst max-delay path: stages (launching register included)]
cell	delay, ns
dfxtp_1	0.40
ha_1	0.23
nand4_1	0.26
or4_1	0.66
nor3_1	0.20
xor2_1	0.16
[area by class of cell]
cell class / count / area, um2
fill: 764 / 5190
multi-input combinational: 113 / 752
sequential: 32 / 651
tap: 96 / 120
timing repair buffer: 6 / 60.1
clock buffer: 4 / 45.0
inverter: 3 / 11.3
[power by group through the flow]
stage | Combinational, mW | Clock, mW | Sequential, mW
after CTS | 0.0112 | 0.187 | 0.330
after global routing | 0.0126 | 0.201 | 0.330
final | 0.0108 | 0.183 | 0.330
[cell usage in the layout (no fill, tap or decap), types with 5 or more instances in the layout]
master	count
nor2_1	12
clkdlybuf4s50_1	6
dfxtp_1	31
nand2_1	10
xor2_1	6
xnor2_1	18
nor3_1	5
nand3_1	13
nor4_1	7
nand4_1	10
[sequential cells by signal (all words and copies together) (netlist names)]
register,flops
clkdiv,1
led,4
count,27
Power figures rest on the tool's default switching activity, not on a simulated workload.
