==> flow/design.v <==
`timescale 1ns / 1ps
module RC_ADDSUB(sum_out,carry_out,a_in,b_in,sub_in);
    output [3:0] sum_out;
    output carry_out;
    input [3:0] a_in,b_in;
    input sub_in;
    wire [3:0] w;
    wire [2:0] carry_wire;
    xor X1(w[0],b_in[0],sub_in);
    full_adder FA1(sum_out[0],carry_wire[0],a_in[0],w[0],sub_in);
    xor X2(w[1],b_in[1],sub_in);
    full_adder FA2(sum_out[1],carry_wire[1],a_in[1],w[1],carry_wire[0]);
    xor X3(w[2],b_in[2],sub_in);
    full_adder FA3(sum_out[2],carry_wire[2],a_in[2],w[2],carry_wire[1]);
    xor X4(w[3],b_in[3],sub_in);
    full_adder FA4(sum_out[3],carry_out,a_in[3],w[3],carry_wire[2]);
endmodule
`timescale 1ns / 1ps
module full_adder(sum_out,carry_out,a_in,b_in,carry_in);
    output sum_out,carry_out;
    input a_in,b_in,carry_in;
    wire w1,w2,w3;
    half_adder HA1(.sum_out(w1),.carry_out(w2),.a_in(a_in),.b_in(b_in));
    half_adder HA2(.sum_out(sum_out),.carry_out(w3),.a_in(w1),.b_in(carry_in));
    or OR1(carry_out,w2,w3);
endmodule
`timescale 1ns / 1ps
module half_adder(sum_out,carry_out,a_in,b_in);
    output sum_out,carry_out;
    input a_in,b_in;
    assign sum_out = a_in ^ b_in;
    assign carry_out = a_in & b_in;
endmodule
==> flow/run.sh <==
#!/bin/bash
# OpenROAD 26Q1-2900-gdf79404cd8, Yosys 0.63+post, stock flow scripts
make -C /OpenROAD-flow-scripts/flow DESIGN_CONFIG=/design/flow/config.mk WORK_HOME=/design/flow/orfs finish
==> flow/config.mk <==
export PLATFORM = sky130hd
export DESIGN_NAME = RC_ADDSUB
export DESIGN_NICKNAME = RC_ADDSUB
export VERILOG_FILES = /design/flow/design.v
export SDC_FILE = /design/flow/constraint.sdc
export NUM_CORES = 4
export LEC_CHECK = 1
export CORE_AREA = 10 10 70 70
export DIE_AREA = 0 0 80 80
==> flow/constraint.sdc <==
current_design RC_ADDSUB

set clk_period 2.9
set clk_io_pct 0.2

create_clock -name clk0 -period $clk_period

set non_clock_inputs [all_inputs -no_clocks]
set_input_delay [expr $clk_period * $clk_io_pct] -clock clk0 $non_clock_inputs
set_output_delay [expr $clk_period * $clk_io_pct] -clock clk0 [all_outputs]
==> run summary <==
impl run done, here's what came out: status=complete, no violations, distinct lib cells=6, dpl cell area=between 300 and 400 um^2, Top Layout Cells=6 x clkdlybuf4s50_1, 4 x inv_1, 3 x dlygate4sd2_1, GRT Resource Usage Total=0.01575, Post-DRT Antenna Nets=0, worst-path cell chain=clkdlybuf4s15_1 -> mux2i_1 -> fa_2 -> fa_2 -> inv_2 -> fa_1 -> buf_2, design area=between 300 and 400 um^2, Antenna diodes=0, Cell area leaders=fa_1 39%, buf_4 20%, inv_1 12%, post-layout period usage of the worst path=0.9819, Slew @ Worst Pin=210.1 ps, grt ovf=0, vias in the first global route=around 150, sequential cell count=0, # DRC=0, chip area=6400 um^2, Commonest Layout Cell=clkdlybuf4s50_1, post-synth top area share=0.3902, row count=21, via/cell ratio=~1.8, synthesized cell area=~150 um^2, via count=137, DR pass1 iterations=2, Leakage=roughly 0.14 nW, Final Total Pwr=0.05913 mW, final core occ=0.09670, crit-path max FO=2, first-pass GRT wire length=roughly 770 um, clock period minus worst slack=around 2800 ps, Startpoint Class=primary input, initial antenna violation count=0, Mapped Cells=17, hold crit path type=in -> out, VDD IR max=between 0.05 and 0.06 mV, Yosys top cell by area=fa_1, fp util=0.04506, HPWL Detailed=507.2 um, WP data required=between 2000 and 2500 ps, Crit path top cell by count=fa_2, non-filler instance count after layout=75, FMAX=roughly 0.35 GHz, setup TNS=0 ps, unrepaired setup endpoints after global routing=false, CP arrival=2270 ps, core area=~3400 um^2, GPL Wtd Cong=~0.68, Slew HR=0.8589, Wirelength per Cell=around 7 um, die height=80 um, I/O Buffers=14, crit-path max cell delay=around 400 ps, pwr dens=~180 nW/um^2, final-layout clock buffer total=0, Sequential cell area=0 um^2, IO Count=14, CP Capture Type=output pin, Max Slew Vio Count=0, Post-CTS Setup Bufs=0, Hold Fails Final Rpt=0, WP buf/inv=3, Avg Cell Area, Syn=between 9 and 10 um^2, CP delay by family, top=adder cells, # Cells Yosys=17, largest net degree at the start of global routing=4, tool warning count=32, # setup viols final=0, Die Wd=about 80 um, area reported by Yosys stat=approximately 150 um^2, Layout area overhead=114.6%, WS Path Type=in -> out, CP max stage cell=fa_1, number of max-cap violations=0, sequential share of the synthesized area=0, DRT Wirelength=between 500 and 600 um, Placed Instances=approximately 75, Syn. warnings=0, First DRT Iteration DRCs=1, layout cells sized above 1=0.3103
metrics by stage:
stage	hold slack (ps)	setup slack [ps]
after CTS	1883	9.638
after global routing	1891	8.674
after global placement	2138	-639.0
after detailed placement	2146	-671.6
after floorplan	1274	272.4
final	1848	52.46
repair_timing:
item | in CTS | in global routing
cloned | 0 | 0
resized | 17 | 5
hold buffers | 0 | 0
endpoints found under the setup margin | 3 | 1
pin swaps | 2 | 4
cells in the mapped netlist:
master   number
buf_4         4
xor2_1        2
xnor2_1       2
inv_1         5
fa_1          3
mux2i_1       1
report_power, final:
part / internal (mW) / switching [mW]
Sequential: 0 / 0
Combinational: 0.0372 / 0.0219
Clock: 0 / 0
layout make-up:
| type | instances | area [um^2] |
|---|---|---|
| well taps | 46 | 57.56 |
| inverters | 5 | 18.77 |
| repair buffers | 16 | 136.4 |
| fillers | 412 | 3085 |
| multi-input cells | 8 | 117.6 |
cell families (layout without fill, tap and decap cells):
family / count (synthesis) / count (layout) / synth area share
buffers and inverters: 9 / 21 / 0.3171
XOR/XNOR: 4 / 4 / 0.2277
adder cells (fa/ha/maj): 3 / 3 / 0.3903
multiplexers: 1 / 1 / 0.06504
final timing paths:
path                  startpoint          to  slack, ps  cells after the start
worst max-delay path     b_in[0]  sum_out[3]         50                      7
worst min-delay path     a_in[0]  sum_out[0]       1850                      3
layer usage:
layer | vias up | GRT usage | wire, um
li1 | 68 | - | -
met1 | 56 | 0.02861 | 314
met2 | 13 | 0.01204 | 113
met3 | 0 | 0.01136 | 97
met4 | 0 | 0 | 0
met5 | - | 0 | 0
Power figures rest on the tool's default switching activity, not on a simulated workload.
