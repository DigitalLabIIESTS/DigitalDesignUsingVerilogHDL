==> design/flow/design.v <==
`timescale 1ns / 1ps
module full_adder(sum_out,carry_out,a_in,b_in,carry_in);
    output sum_out,carry_out;
    input a_in,b_in,carry_in;
    wire w1,w2,w3;
    half_adder HA1(.sum_out(w1),.carry_out(w2),.a_in(a_in),.b_in(b_in));
    half_adder HA2(.sum_out(sum_out),.carry_out(w3),.a_in(w1),.b_in(carry_in));
    or OR1(carry_out,w2,w3);
endmodule
`timescale 1ns / 1ps
module half_adder(sum_out,carry_out,a_in,b_in);
    output sum_out,carry_out;
    input a_in,b_in;
    assign sum_out = a_in ^ b_in;
    assign carry_out = a_in & b_in;
endmodule
`timescale 1ns / 1ps
module twos_comp_adder(sum_out,carry_out,overflow,negative,zero,a_in,b_in,carry_in);
    output [3:0] sum_out;
    output carry_out;
    output overflow;  
    output negative;  
    output zero;  
    input [3:0] a_in,b_in;
    input carry_in;
    wire carry_out0,carry_out1,carry_out2;
    full_adder FA1(.sum_out(sum_out[0]),.carry_out(carry_out0),.a_in(a_in[0]),.b_in(b_in[0]),.carry_in(carry_in));
    full_adder FA2(.sum_out(sum_out[1]),.carry_out(carry_out1),.a_in(a_in[1]),.b_in(b_in[1]),.carry_in(carry_out0));
    full_adder FA3(.sum_out(sum_out[2]),.carry_out(carry_out2),.a_in(a_in[2]),.b_in(b_in[2]),.carry_in(carry_out1));
    full_adder FA4(.sum_out(sum_out[3]),.carry_out(carry_out),.a_in(a_in[3]),.b_in(b_in[3]),.carry_in(carry_out2));
    xor X1(overflow,carry_out,carry_out2);
    assign zero = ~(sum_out[3] | sum_out[2] | sum_out[1] | sum_out[0]);
    assign negative = sum_out[3]^overflow;
endmodule
==> design/flow/run.sh <==
#!/bin/bash
# OpenROAD 26Q1-2900-gdf79404cd8, Yosys 0.63+post, stock flow scripts
make -C /OpenROAD-flow-scripts/flow DESIGN_CONFIG=/design/flow/config.mk WORK_HOME=/design/flow/orfs finish
==> design/flow/config.mk <==
export PLATFORM = sky130hd
export DESIGN_NAME = twos_comp_adder
export DESIGN_NICKNAME = twos_comp_adder
export VERILOG_FILES = /design/flow/design.v
export SDC_FILE = /design/flow/constraint.sdc
export NUM_CORES = 4
export LEC_CHECK = 1
export CORE_AREA = 10 10 70 70
export DIE_AREA = 0 0 80 80
==> design/flow/constraint.sdc <==
current_design twos_comp_adder

set clk_period 5.0
set clk_io_pct 0.2

create_clock -name clk0 -period $clk_period

set non_clock_inputs [all_inputs -no_clocks]
set_input_delay [expr $clk_period * $clk_io_pct] -clock clk0 $non_clock_inputs
set_output_delay [expr $clk_period * $clk_io_pct] -clock clk0 [all_outputs]
==> results.json <==
{
  "critPathTopFamily": "adder cells",
  "hold_viol_final": 0,
  "drc": 0,
  "synth-area-yosys_um2": 162.7,
  "worst_slew_margin_rel_pct": 87.38,
  "netlist_instances": 14,
  "timing.fmax_mhz": 204.5,
  "post_drt_wl_per_cell_um": 7.216,
  "worstPathArrival_ns": 3.89,
  "ys_types": 5,
  "detail_route.wirelength_um": 534,
  "place_area_um2": 367.9,
  "finalWorstPathRequiredPeriod_ns": 4.890,
  "critical_path.startpoint_type": "input port",
  "postRouteAntennaNets": 0,
  "drt_pre_antenna_iters": 1,
  "floorplan.io_pins": 17,
  "worst_path_largest_cell_delay_ns": 0.50,
  "post-route-util_pct": 10.92,
  "hp-class": "input port to output port",
  "port_buffers": 17,
  "floorplan.die_area_um2": 6400,
  "mean_syn_cell_area_um2": 11.62,
  "crit_path_top_delay_cell": "clkdlybuf4s50_1",
  "yosys_cells": 14,
  "postCtsHoldBufs": 0,
  "num_antenna_cells": 0,
  "grt.total_usage_pct": 1.510,
  "routabilityCongestion": 0.7663,
  "die_y_extent_um": 80,
  "power_leakage_nw": 0.1269,
  "critical_path_endpoint_category": "output port",
  "final_design_area_no_fill_um2": 372.9,
  "ys_seq_share_pct": 0,
  "detail_route.iter0.violations": 0,
  "finalCritPeriodShare_pct": 97.80,
  "tightest_slew_ns": 0.1877,
  "cap_violations": 0,
  "critical_path_buf_inv_count": 2,
  "initial_antenna_violation_count": 0,
  "cp.required_ns": 4.00,
  "syn_to_layout_area_delta_pct": 129.2,
  "grt_first_pass_wirelength_um": 772,
  "worstPathCellList": "clkdlybuf4s50_1, fa_1, fa_1, fa_2, fa_2, nor4_2, clkdlybuf4s50_1",
  "synth.yosys.warnings": 0,
  "synth.cells.most_frequent": "5 x fa_1, 4 x buf_4, 3 x inv_1",
  "yosys.area.top_type_share_pct": 61.54,
  "fin_total_pwr_mw": 0.04288,
  "setup_repair_after_global_routing_missed_its_margin": "no",
  "grt_remaining_overflow": 0,
  "powerDensity_nw_per_um2": 115.0,
  "finalSetupViolations": 0,
  "final_layout_size_suffix_gt1_share_pct": 14.29,
  "sequential_cell_area_um2": 0,
  "nClkBuffers": 0,
  "detailroute.via_count": 141,
  "mappedNetlistArea_um2": 162.7,
  "floorplan.die.width_um": 80,
  "first_global_vias": 148,
  "synth.most_common_cell": "fa_1",
  "warning_count": 33,
  "netlist_top_cells_area": "fa_1 62%, buf_4 18%, nor4_2 7.7%",
  "numSequentialCells": 0,
  "timing.setup.critical_path_class": "input port to output port",
  "maximum_number_of_pins_on_one_net_before_global_route_repair": 3,
  "critical_path_peak_fanout": 2,
  "run_status": "finished clean",
  "placeableCoreArea_um2": 3416,
  "post-synth-top-area-cell": "fa_1",
  "post_drt_via_cell_ratio": 1.905,
  "finalMaxSlewViolations": 0,
  "floorplan_core_density_pct": 4.762,
  "placementRows": 21,
  "power.ir.vdd_worst_v": 0.00004066
}
final timing paths:
kind | from | depth (start not counted) | endpoint | slack, ns
max | a_in[0] | 7 | zero | 0.11
min | b_in[1] | 4 | zero | 3.11
report_power, final:
part / internal [mW] / switching, mW / total, mW
clock: 0 / 0 / 0
combinational: 0.0304 / 0.0125 / 0.0429
sequential: 0 / 0 / 0
layout by cell type, fill, tap and decap left out, drive strengths merged:
| cell type | n |
|---|---|
| buf | 1 |
| clkdlybuf4s50 | 17 |
| fa | 5 |
| inv | 3 |
| nor4 | 1 |
| xor2 | 1 |
repair_timing:
| item | CTS | global route |
|---|---|---|
| endpoints found under the setup margin | 1 | 1 |
| pin swaps | 0 | 0 |
| buffers inserted | 0 | 0 |
| resized | 1 | 1 |
per-stage QoR:
stage / setup WS [ns] / instances / hold WS [ns] / TNS (ns)
4_1_cts: 0.01201 / 74 / 3.128 / 0
3_3_place_gp: -0.0002998 / 74 / 3.119 / -0.0002998
6_report: 0.1100 / 74 / 3.113 / 0
5_1_grt: 0.009014 / 74 / 3.150 / 0
3_5_place_dp: -0.03903 / 74 / 3.126 / -0.03903
2_1_floorplan: 1.068 / 14 / 2.152 / 0
routing by layer:
metal | vias up | GRT usage (%) | wire (um)
met5 | - | 0 | 0
met4 | 0 | 0 | 0
met3 | 0 | 1.136 | 145
met2 | 17 | 1.525 | 106
met1 | 59 | 2.413 | 282
li1 | 65 | - | -
kinds of logic (layout without fill, tap and decap cells):
logic type	count (synthesis)	after routing	synth area share, %
buffers and inverters	7	21	25.38
adders and majority gates	5	5	61.54
xor gates and xnor gates	1	1	5.386
and+or+nand+nor	1	1	7.691
cell type report:
class,count,area [um^2]
Multi-Input combinational cell,7,126.4
Fill cell,397,3043
Timing Repair Buffer,18,177.7
Inverter,3,11.26
Tap cell,46,57.56
